<file path="/design/flow/run.sh">
#!/bin/bash
# OpenROAD 26Q1-2900-gdf79404cd8, Yosys 0.63+post, stock flow scripts
make -C /OpenROAD-flow-scripts/flow DESIGN_CONFIG=/design/flow/config.mk WORK_HOME=/design/flow/orfs finish
</file>
<file path="/design/flow/config.mk">
export PLATFORM = sky130hd
export DESIGN_NAME = uart_top
export DESIGN_NICKNAME = uart_top
export VERILOG_FILES = /design/flow/design.v
export SDC_FILE = /design/flow/constraint.sdc
export NUM_CORES = 4
export LEC_CHECK = 1
export CORE_UTILIZATION = 30
</file>
<file path="/design/flow/constraint.sdc">
current_design uart_top

set clk_period 3.5
set clk_io_pct 0.2

create_clock -name clk0 -period $clk_period [get_ports {clk}]

set non_clock_inputs [all_inputs -no_clocks]
set_input_delay [expr $clk_period * $clk_io_pct] -clock clk0 $non_clock_inputs
set_output_delay [expr $clk_period * $clk_io_pct] -clock clk0 [all_outputs]
</file>
<file path="/design/flow/design.v">
interface uart_if #(
    parameter int DATA_WIDTH = 8
) (
    input logic clk,
    input logic rst_n
);
    logic tx;
    logic rx;
    logic [DATA_WIDTH-1:0] tx_data;
    logic                  tx_wr_en;
    logic                  tx_full;
    logic                  tx_empty;
    logic [DATA_WIDTH-1:0] rx_data;
    logic                  rx_rd_en;
    logic                  rx_full;
    logic                  rx_empty;
    logic tx_busy;
    logic rx_busy;
    logic tx_error;
    logic rx_error;
    logic frame_error;
    logic parity_error;
    logic tx_underrun;
    logic rx_overrun;
    logic abort_tx;
    logic rx_abort;
    modport DUT (
        input  clk,
        input  rst_n,
        input  tx_data,
        input  tx_wr_en,
        input  rx_rd_en,
        input  abort_tx,
        input  rx_abort,
        input  rx,
        output tx,
        output tx_full,
        output tx_empty,
        output rx_data,
        output rx_full,
        output rx_empty,
        output tx_busy,
        output rx_busy,
        output tx_error,
        output rx_error,
        output frame_error,
        output parity_error,
        output tx_underrun,
        output rx_overrun
    );
    modport TB (
        input  clk,
        input  rst_n,
        output tx_data,
        output tx_wr_en,
        output rx_rd_en,
        output abort_tx,
        output rx_abort,
        output rx,
        input  tx,
        input  tx_full,
        input  tx_empty,
        input  rx_data,
        input  rx_full,
        input  rx_empty,
        input  tx_busy,
        input  rx_busy,
        input  tx_error,
        input  rx_error,
        input  frame_error,
        input  parity_error,
        input  tx_underrun,
        input  rx_overrun
    );
endinterface
module baud_gen #(
    parameter int BAUD_RATE = 115200,  
    parameter int CLK_FREQ = 50000000  
)(
    input logic clk,     
    input logic rst_n,   
    output logic tick    
);
    localparam DIVISOR = CLK_FREQ / BAUD_RATE;
    logic [$clog2(DIVISOR)-1:0] counter;
    always_ff @(posedge clk or negedge rst_n) begin
        if (!rst_n) begin
            counter <= 0;
            tick <= 0;
        end else begin
            if (counter == DIVISOR - 1) begin
                tick <= 1;              
                counter <= 0;           
            end else begin
                tick <= 0;              
                counter <= counter + 1;  
            end
        end
    end
endmodule         
module uart_fifo #(
    parameter int DEPTH = 16,
    parameter int WIDTH = 8
)(
    input logic clk,     
    input logic rst_n,   
    input logic wr_en,   
    input logic [WIDTH-1:0] wr_data,  
    input logic rd_en,   
    output logic [WIDTH-1:0] rd_data,  
    output logic full,   
    output logic empty   
);
    logic [WIDTH-1:0] mem [DEPTH-1:0];
    logic [$clog2(DEPTH)-1:0] wr_ptr, rd_ptr;  
    logic [$clog2(DEPTH):0] count;  
    assign rd_data = mem[rd_ptr];  
    assign full = (count == DEPTH);  
    assign empty = (count == 0);  
    always_ff @(posedge clk or negedge rst_n) begin
        if (!rst_n) begin
            wr_ptr <= 0;
            rd_ptr <= 0;
            count <= 0;
        end else begin
            case ({wr_en & ~full, rd_en & ~empty})
                2'b00: begin  
                end
                2'b01: begin  
                    rd_ptr <= rd_ptr + 1;
                    count <= count - 1;
                end
                2'b10: begin  
                    mem[wr_ptr] <= wr_data;
                    wr_ptr <= wr_ptr + 1;
                    count <= count + 1;
                end
                2'b11: begin  
                    mem[wr_ptr] <= wr_data;
                    wr_ptr <= wr_ptr + 1;
                    rd_ptr <= rd_ptr + 1;
                end
            endcase
        end
    end
endmodule
module uart_rx #(
    parameter int DATA_WIDTH = 8,
    parameter int STOP_BITS  = 1,        
    parameter int PARITY_EN  = 0,        
    parameter int PARITY_ODD = 0         
)(
    input  logic clk,
    input  logic rst_n,
    input  logic baud_tick,
    input  logic rx,
    input  logic rx_abort,
    input  logic fifo_full,
    output logic [DATA_WIDTH-1:0] data_out,
    output logic data_valid,
    output logic rx_busy,
    output logic rx_error,
    output logic frame_error,
    output logic parity_error,
    output logic rx_overrun
);
    typedef enum logic [2:0] {
        IDLE,
        START,
        DATA,
        PARITY,
        STOP,
        DONE,
        ERROR
    } rx_state_t;
    rx_state_t state, next_state;
    logic [DATA_WIDTH-1:0] shift_reg;     
    logic [3:0] bit_count;                
    logic [1:0] stop_count;               
    logic parity_bit;                     
    logic rx_sync;                        
    logic error_entry;                    
    always_ff @(posedge clk or negedge rst_n) begin
        if (!rst_n) begin
            state <= IDLE;
        end else begin
            state <= next_state;
        end
    end
    always_comb begin 
        next_state = state;
        case(state)
            IDLE: begin 
                if (rx_abort) 
                    next_state = ERROR;
                else if (rx == 1'b0) 
                    next_state = START;  
            end
            START: begin 
                if (rx_abort) 
                    next_state = ERROR;
                else if (baud_tick) begin
                    if (rx == 1'b0) 
                        next_state = DATA;  
                    else 
                        next_state = ERROR;  
                end
            end
            DATA: begin
                if (rx_abort) 
                    next_state = ERROR;
                else if (baud_tick) begin
                    if (bit_count == DATA_WIDTH - 1) 
                        next_state = (PARITY_EN) ? PARITY : STOP;  
                end 
            end
            PARITY: begin
                if (rx_abort) 
                    next_state = ERROR;
                else if (baud_tick) 
                    next_state = STOP;  
            end
            STOP: begin
                if (rx_abort) 
                    next_state = ERROR;
                else if (baud_tick) begin
                    if (rx == 1'b1) begin
                        if (stop_count == STOP_BITS - 1) 
                            next_state = DONE;  
                    end else 
                        next_state = ERROR;  
                end
            end
            DONE: begin
                if (fifo_full) 
                    next_state = ERROR;  
                else 
                    next_state = IDLE;  
            end
            ERROR: begin
                next_state = IDLE;  
            end
            default: next_state = IDLE;  
        endcase
    end
    always_ff @(posedge clk or negedge rst_n) begin
        if (!rst_n) begin
            shift_reg <= '0;
            bit_count <= '0;
            stop_count <= '0;
            parity_bit <= 1'b0;
            rx_sync <= 1'b1;
            data_out <= '0;
            data_valid <= 1'b0;
            rx_error <= 1'b0;
            frame_error <= 1'b0;
            parity_error <= 1'b0;
            rx_overrun <= 1'b0;
            error_entry <= 1'b0;
        end else begin 
            data_valid <= 1'b0;
            rx_error <= 1'b0;
            frame_error <= 1'b0;
            parity_error <= 1'b0;
            rx_overrun <= 1'b0;
            error_entry <= (state != ERROR) && (next_state == ERROR);
            rx_sync <= rx;  
            case (state)
                START: begin
                    if (baud_tick) begin
                        bit_count <= 0;
                        stop_count <= 0;
                        if (rx_sync != 1'b0)
                            frame_error <= 1'b1;
                    end
                end
                DATA: begin
                    if (baud_tick) begin
                        shift_reg <= {rx_sync, shift_reg[DATA_WIDTH-1:1]};
                        bit_count <= bit_count + 1;
                        if (bit_count == DATA_WIDTH - 1) begin
                            parity_bit <= PARITY_ODD ? ~^{rx_sync, shift_reg[DATA_WIDTH-1:1]} : ^{rx_sync, shift_reg[DATA_WIDTH-1:1]};
                        end
                    end
                end
                PARITY: begin
                    if (baud_tick) begin
                        if (rx_sync != parity_bit)
                            parity_error <= 1'b1;
                    end
                end
                STOP: begin
                    if (baud_tick) begin
                        if (rx_sync != 1'b1)
                            frame_error <= 1'b1;
                        stop_count <= stop_count + 1;
                    end
                end
                DONE: begin
                    if (!fifo_full) begin
                        data_out <= shift_reg;
                        data_valid <= 1'b1;
                    end else begin
                        rx_overrun <= 1'b1;
                    end
                end
                ERROR: begin
                    if (error_entry)
                        rx_error <= 1'b1;
                end
                default: begin
                    if (state == IDLE) begin
                        bit_count <= '0;
                        stop_count <= '0;
                    end
                end
            endcase
        end
    end
    assign rx_busy = (state != IDLE && state != ERROR);
endmodule
module uart_top #(
    parameter int DATA_WIDTH = 8,
    parameter int STOP_BITS  = 1,
    parameter bit PARITY_EN  = 0,
    parameter bit PARITY_ODD = 0,
    parameter int BAUD_RATE  = 115200,
    parameter int CLK_FREQ   = 50000000,
    parameter int FIFO_DEPTH = 16
)(
    input  logic clk,
    input  logic rst_n,
    input  logic rx,
    output logic tx,
    input  logic [DATA_WIDTH-1:0] tx_data,
    input  logic tx_wr_en,
    output logic tx_full,
    output logic tx_empty,
    output logic [DATA_WIDTH-1:0] rx_data,
    input  logic rx_rd_en,
    output logic rx_full,
    output logic rx_empty,
    output logic tx_busy,
    output logic rx_busy,
    output logic tx_error,
    output logic rx_error,
    output logic frame_error,
    output logic parity_error,
    output logic tx_underrun,
    output logic rx_overrun,
    input  logic abort_tx,
    input  logic rx_abort
);
    logic baud_tick;
    logic tx_fifo_rd_en;
    logic tx_fifo_empty;
    logic [DATA_WIDTH-1:0] tx_fifo_data;
    logic rx_fifo_wr_en;
    logic rx_fifo_full;
    logic [DATA_WIDTH-1:0] rx_fifo_data;
    logic rx_data_valid;
    baud_gen #(
        .BAUD_RATE(BAUD_RATE),
        .CLK_FREQ(CLK_FREQ)
    ) baud_gen_inst (
        .clk(clk),
        .rst_n(rst_n),
        .tick(baud_tick)
    );
    uart_fifo #(
        .DEPTH(FIFO_DEPTH),
        .WIDTH(DATA_WIDTH)
    ) tx_fifo_inst (
        .clk(clk),
        .rst_n(rst_n),
        .wr_en(tx_wr_en),
        .wr_data(tx_data),
        .rd_en(tx_fifo_rd_en),
        .rd_data(tx_fifo_data),
        .full(tx_full),
        .empty(tx_fifo_empty)
    );
    uart_fifo #(
        .DEPTH(FIFO_DEPTH),
        .WIDTH(DATA_WIDTH)
    ) rx_fifo_inst (
        .clk(clk),
        .rst_n(rst_n),
        .wr_en(rx_fifo_wr_en),
        .wr_data(rx_fifo_data),
        .rd_en(rx_rd_en),
        .rd_data(rx_data),
        .full(rx_fifo_full),
        .empty(rx_empty)
    );
    uart_tx #(
        .DATA_WIDTH(DATA_WIDTH),
        .STOP_BITS(STOP_BITS),
        .PARITY_EN(PARITY_EN),
        .PARITY_ODD(PARITY_ODD)
    ) uart_tx_inst (
        .clk(clk),
        .rst_n(rst_n),
        .baud_tick(baud_tick),
        .data_in(tx_fifo_data),
        .data_valid(~tx_fifo_empty),
        .fifo_empty(tx_fifo_empty),
        .abort_tx(abort_tx),
        .data_read(tx_fifo_rd_en),
        .tx(tx),
        .tx_busy(tx_busy),
        .tx_underrun(tx_underrun),
        .tx_error(tx_error)
    );
    uart_rx #(
        .DATA_WIDTH(DATA_WIDTH),
        .STOP_BITS(STOP_BITS),
        .PARITY_EN(PARITY_EN),
        .PARITY_ODD(PARITY_ODD)
    ) uart_rx_inst (
        .clk(clk),
        .rst_n(rst_n),
        .baud_tick(baud_tick),
        .rx(rx),
        .rx_abort(rx_abort),
        .fifo_full(rx_fifo_full),
        .data_out(rx_fifo_data),
        .data_valid(rx_data_valid),
        .rx_busy(rx_busy),
        .rx_error(rx_error),
        .frame_error(frame_error),
        .parity_error(parity_error),
        .rx_overrun(rx_overrun)
    );
    assign rx_fifo_wr_en = rx_data_valid;
    assign tx_empty = tx_fifo_empty;
    assign rx_full = rx_fifo_full;
endmodule
module uart_tx #(
    parameter int DATA_WIDTH = 8,        
    parameter int STOP_BITS  = 1,        
    parameter bit PARITY_EN  = 0,        
    parameter bit PARITY_ODD = 0         
)(
    input  logic clk,
    input  logic rst_n,
    input  logic baud_tick,                       
    input  logic [DATA_WIDTH-1:0] data_in,        
    input  logic data_valid,                      
    input  logic fifo_empty,                      
    input  logic abort_tx,                        
    output logic data_read,                       
    output logic tx,                              
    output logic tx_busy,                         
    output logic tx_underrun,                     
    output logic tx_error                         
);
    typedef enum logic [2:0] {
        IDLE,
        START,
        DATA,
        PARITY,
        STOP,
        ERROR
    } tx_state_t;
    tx_state_t state, next_state;
    logic [DATA_WIDTH-1:0] shift_reg;
    logic [3:0] bit_count;
    logic [1:0] stop_count;
    logic parity_bit;
    logic error_entry;
    always_comb begin
        next_state = state;
        case (state)
            IDLE: begin
                if (abort_tx)
                    next_state = ERROR;
                else if (data_valid)
                    next_state = START;
            end
            START: begin
                if (abort_tx)
                    next_state = ERROR;
                else if (baud_tick)
                    next_state = DATA;
            end
            DATA: begin
                if (abort_tx)
                    next_state = ERROR;
                else if (fifo_empty && bit_count < DATA_WIDTH-1)
                    next_state = ERROR;
                else if (baud_tick && bit_count == DATA_WIDTH-1)
                    next_state = (PARITY_EN) ? PARITY : STOP;
            end
            PARITY: begin
                if (abort_tx)
                    next_state = ERROR;
                else if (baud_tick)
                    next_state = STOP;
            end
            STOP: begin
                if (abort_tx)
                    next_state = ERROR;
                else if (baud_tick && stop_count == STOP_BITS - 1)
                    next_state = IDLE;
            end
            ERROR: begin
                if (!abort_tx)
                    next_state = IDLE;
            end
            default: next_state = IDLE;
        endcase
    end
    always_ff @(posedge clk or negedge rst_n) begin
        if (!rst_n)
            state <= IDLE;
        else
            state <= next_state;
    end
    always_ff @(posedge clk or negedge rst_n) begin
        if (!rst_n) begin
            shift_reg     <= '0;
            bit_count     <= 0;
            stop_count    <= 0;
            parity_bit    <= 0;
            data_read     <= 0;
            tx_underrun   <= 0;
            tx_error      <= 0;
            error_entry   <= 0;
        end else begin
            data_read   <= 0;
            tx_underrun <= 0;
            tx_error    <= 0;
            error_entry <= (state != ERROR && next_state == ERROR);
            if (state == IDLE && next_state == START) begin
                shift_reg   <= data_in;
                bit_count   <= 0;
                stop_count  <= 0;
                parity_bit  <= PARITY_ODD ? ~^data_in : ^data_in;
                data_read   <= 1;
            end
            if (state == DATA && baud_tick) begin
                shift_reg <= shift_reg >> 1;
                bit_count <= bit_count + 1;
            end
            if (state == STOP && baud_tick)
                stop_count <= stop_count + 1;
            if (error_entry) begin
                tx_error <= 1;
                if (state == DATA && fifo_empty)
                    tx_underrun <= 1;
            end
            if (state == DATA && next_state != DATA)
                bit_count <= 0;
            if (state == STOP && next_state != STOP)
                stop_count <= 0;
        end
    end
    always_comb begin
        tx = 1'b1;   
        tx_busy = (state != IDLE && state != ERROR);
        unique case (state)
            START:   tx = 1'b0;
            DATA:    tx = shift_reg[0];
            PARITY:  tx = parity_bit;
            STOP:    tx = 1'b1;
            ERROR:   tx = 1'b1;
            default: tx = 1'b1;
        endcase
    end
endmodule
</file>
==> impl_metrics.csv <==
group,metric,value,unit
timing,period_minus_slack,3.40,ns
placement,placed_cell_area,0.0159,sq mm
setup_path,worstSetupStartpointType,"register",
grt,first_global_vias,9016,
logic_synthesis,async_reset_ff_share,26.2,%
drt,firstDrtPassIters,7,
drt,n_antenna_cell,0,
timing,finalMaxSlewViolations,0,
logic_synthesis,yosysTopAreaCell,"edfxtp_1",
floorplanning,die_area,0.0494,sq mm
logic_synthesis,synth-area-yosys,0.0145,sq mm
logic_synthesis,avgSynthCellArea,13.9,sq um
grt,antenna_found_initial,1,
timing,setup_viol,0,
timing,period_used_share,97.2,%
floorplanning,io_pins,36,
logic_synthesis,ff_type,"edfxtp_1",
setup_path,cp_slowest_cell,"mux4_2",
setup_path,worstSetupPathType,"register to output pin",
logic_synthesis,synth_area,0.0145,sq mm
logic_synthesis,ys_warn_count,5,
cells_and_area,largestRegisters,"rx_fifo_inst.mem (128), tx_fifo_inst.mem (128), baud_gen_inst.counter (9)",
floorplanning,coreArea,0.0477,sq mm
grt,grt_pass1_wl,50100,um
placement,place_inst,1700,
placement,gp_congestion,0.864,
power_and_ir_drop,leakagePower,6.15,nW
cts,cts_root_buf,"clkbuf_16",
logic_synthesis,area_leaders,"edfxtp_1, dfrtp_1, ha_1",
power_and_ir_drop,p_int,8.82,mW
grt,grt_max_degree,51,
cells_and_area,stdcell_count,1773,
timing,fmax,294,MHz
cts,worstSkewPairLatency,0.54,ns
power_and_ir_drop,sw_frac_of_total,30.8,%
floorplanning,row_count,80,
cts,cts_buffers,37,
cells_and_area,post-route-util,36.1,%
cts,path_clk_slew,0.06,ns
floorplanning,die_h,222,um
logic_synthesis,netlist_instances,1049,
logic_synthesis,synth-edff-count,256,
setup_path,path_cells,"inv_1 -> mux4_2 -> a41oi_1 -> clkdlybuf4s50_1",
setup_path,worstPathRequired,2.80,ns
logic_synthesis,ys_cells,1049,
cells_and_area,fin_area,0.0172,sq mm
setup_path,cp_max_fo,12,
power_and_ir_drop,p_switching,3.93,mW
timing,worst_pin_slew,0.762,ns
drt,viasPerCell,5.04,
timing,rsz0062_at_grt,"yes",
logic_synthesis,synth_top_area_share,52.9,%
power_and_ir_drop,peakVddDrop,0.000504,V
cts,cts_sinks,347,
timing,fin_setup_tns,0,ns
drt,wirelength,32300,um
drt,drt-initial-drc-count,597,
drt,wire_per_inst,18.2,um
floorplanning,fp_util,30.5,%
logic_synthesis,postSynthSeqShare,68.5,%
power_and_ir_drop,powerDensity,740,mW/mm^2
worst_hold_path,min_path_type,"input port to async pin",
setup_path,worst_ep_arrival_time,2.70,ns
logic_synthesis,synth_flop_count,347,
drt,route.vias.total,8931,
setup_path,max_stage_delay,0.56,ns
grt,gr-usage-all-layers,13.8,%
floorplanning,die_w,222,um
timing,fin_skew,0.0157,ns
cells_and_area,layout_top_cells,"edfxtp_1, dfrtp_1, nor2_1",
cts,htree_levels,2,
power_and_ir_drop,p_total,12.8,mW
job,warnings,41,
placement,dp_hpwl,20500,um
power_and_ir_drop,seq_power_share,39.2,%
cts,clock_path_buffers,3,
logic_synthesis,ys_types,75,
cts,postCtsHoldBufs,0,
cells_and_area,drive_gt1_share,14.9,%
cells_and_area,layout_top_cell,"edfxtp_1",
setup_path,critical_path.endpoint_type,"output pin",
drt,drc,0,
cts,cts_tree,"yes",
placement,numPortBuffers,35,
timing,hold_ws,0.0462,ns
cells_and_area,area_delta_synth_final,18.6,%
timing,hold_viol,0,
run_status,status,"complete, no violations",
timing,relSlewSlack,49.0,%
power_and_ir_drop,clkPwrFrac,29.6,%
grt,grt.overflow.total,0,
power_and_ir_drop,comb_power_share,31.2,%
placement,pre_cts_ws,0.375,ns
job,max_cap_violations,0,
drt,antenna_left,0,
timing,layout_setup_ws,0.0973,ns
[area by class of cell]
class,instances,area [sq um]
Sequential cell,347,9970
Multi-Input combinational cell,611,4250
Inverter,31,119
Tap cell,615,769
Timing Repair Buffer,103,972
Fill cell,4479,30500
Clock inverter,20,188
Clock buffer,46,970
[layer usage]
layer  up-vias  routed length [um]  GRT usage [%]  part of all wire [%]
met5         -                  13              0                 0.040
met2       369               14700           20.4                    45
met4         2                 672           2.73                   2.1
met3        48                3640           7.62                    11
li1       4167                   -              -                     -
met1      4345               13300           18.4                    41
[synthesized netlist by cell type, types with 4 or more instances]
library cell  instances
mux2_2               25
and2_1                4
a32oi_1               6
a221oi_1              7
nand3_1              35
edfxtp_1            256
xnor2_1              33
nor2_1               83
ha_1                 31
o21ai_0              57
a222oi_1             21
o211ai_1              6
mux2i_1              11
a22oi_1              39
nand4_1               7
nor3_1               12
xor2_1                8
buf_2                17
nor2b_1               7
a41oi_1               4
buf_1                 5
nand2_1              77
o22ai_1               9
nand2b_1              9
clkbuf_1             35
a31oi_1              12
a22o_1                7
dfrtp_1              90
a21oi_1              28
a21o_1                8
inv_1                31
mux4_2                5
[critical path, delay by kind of cell (launching register included)]
| family | cells | cell delay (ns) |
|---|---|---|
| buffers and inverters | 2 | 0.94 |
| AOI/OAI and AO/OA | 1 | 0.21 |
| DFF | 1 | 0.47 |
| muxes | 1 | 0.56 |
[worst paths after layout]
check | startpoint | endpoint | slack [ns] | cells after the start
hold / removal | rst_n | tx_fifo_inst.wr_ptr[2] | 0.05 | 1
min in group clk0 | uart_tx_inst.error_entry | uart_tx_inst.tx_error | 0.37 | 0
setup reg to reg | tx_fifo_inst.rd_ptr[0] | uart_tx_inst.parity_bit | 0.41 | 12
hold reg to reg | uart_tx_inst.error_entry | uart_tx_inst.tx_error | 0.37 | 0
setup / recovery | rx_fifo_inst.rd_ptr[2] | rx_data[5] | 0.1 | 4
max in group asynchronous | rst_n | rx_fifo_inst.rd_ptr[1] | 2.04 | 3
[power by group through the flow]
| stage | combinational, mW | clock (mW) | sequential [mW] |
|---|---|---|---|
| after global routing | 4.35 | 4.01 | 5.05 |
| final | 3.97 | 3.78 | 5.01 |
| after CTS | 3.82 | 3.87 | 4.99 |
[cells by family (layout without fill, tap and decap cells)]
family / Yosys count / in the layout / synth area share, %
multiplexers: 43 / 43 / 3.62
buffers and inverters: 91 / 200 / 2.60
AND-OR/OR-AND: 239 / 239 / 11.6
XOR/XNOR: 42 / 42 / 2.62
adder cells (fa/ha/maj): 33 / 33 / 2.94
AND/OR/NAND/NOR: 254 / 254 / 8.11
flip-flops: 347 / 347 / 68.5
[timing repair]
action | CTS | global route
gates resized | 6 | 22
pin swaps | 2 | 8
cloned | 0 | 2
endpoints found under the setup margin | 8 | 8
setup buffers | 1 | 4
